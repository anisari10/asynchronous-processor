==> ./design.v <==
module reg_async(in_address_1,in_address_2,in_address_3,in_address_4, 
		out_data_1,out_data_2,out_data_3,out_data_4, 
		write_address_1,write_data_1,write_enable_1,
		write_address_2, write_data_2, write_enable_2,
  		write_address_3, write_data_3, write_enable_3,
		pc, pc_update, pc_write, write_enable_4, write_data_4,
  		read_enable_1, read_enable_2, read_enable_3, read_enable_4, 
  		write_address_4, cspr, cspr_write, cspr_update, req, ack, clk);
parameter N = 32;			  
reg [N-1:0] R [15:0];	 
input [3:0]in_address_1;
input [3:0]in_address_2;
input [3:0]in_address_3;
input [3:0]in_address_4;
output reg [N-1:0]out_data_1;
output reg [N-1:0]out_data_2;
output reg [N-1:0]out_data_3;
output reg [N-1:0]out_data_4;
output reg req;
output reg ack;
input [3:0]write_address_1;
input[N-1:0] write_data_1;
input [3:0]write_address_2;
input[N-1:0] write_data_2;
input [3:0]write_address_3;
input[N-1:0] write_data_3;
input [3:0]write_address_4;
input[N-1:0] write_data_4;
input clk;
input write_enable_1;
input write_enable_2;
input write_enable_3;
input write_enable_4;
input read_enable_1;
input read_enable_2;
input read_enable_3;
input read_enable_4;
output reg [N-1:0]pc;
input pc_write;
input[N-1:0] pc_update;
output reg [N-1:0]cspr;
input wire cspr_write;
input[N-1:0] cspr_update;
initial begin
	cspr = 0;
	R[0] = 32'b0;
	R[1] = 32'b0;
	R[2] = 32'b0;
	R[3] = 32'b0;
	R[4] = 32'b0;
	R[5] = 32'b0;
	R[6] = 32'b0;
	R[7] = 32'b0;
	R[8] = 32'b0;
	R[9] = 32'b0;
	R[10] = 32'b0;
	R[11] = 32'b0;
	R[12] = 32'b0;
	R[13] = 32'b0;
	R[14] = 32'b0;
	R[15] = 32'b0;	
   pc = 0;
	req = 0;
	ack = 1;  
end
always@(*)
begin
	if(write_enable_1 == 1)
	begin
	#1 req = 1;
	ack = 0;
	end
end
always@(*)
begin
	if(write_enable_2 == 1)
	begin
	#1 req = 1;
	ack = 0;
	end
end
always@(*)
begin
	if(write_enable_3 == 1)
	begin
	#1 req = 1;
	ack = 0;
	end
end
always@(*)
begin
	if(read_enable_1 == 1)
	begin
	#1 req = 1;
	ack = 0;
	end
end
always@(*)
begin
	if(read_enable_2 == 1)
	begin
	#1 req = 1;
	ack = 0;
	end
end
always@(*)
begin
	if(read_enable_3 == 1)
	begin
	#1 req = 1; 
	ack = 0;
	end
end
always@(posedge clk) begin
   	if (read_enable_1==1)
	begin
	#11
	out_data_1=R[in_address_1];
	#1 
	ack = 1;
	req = 0;
	end	
  	 else if (read_enable_2==1)
	begin
	#11
	out_data_2=R[in_address_2];
	#1 
	ack = 1;
	req = 0; 
	end
  	else if (read_enable_3==1)
	begin
	#11
	out_data_3=R[in_address_3];
	#1 
	ack = 1;
	req = 0;
	end
   	else if (write_enable_1==1)
	begin
	#11
	R[write_address_1]=write_data_1;
	#1 
	ack = 1;
	req = 0;
	end
	else if (write_enable_2==1) 
	begin
	#11
	R[write_address_2]=write_data_2;
	#1
	ack = 1;
	req = 0;
	end
   	else if (write_enable_3==1) 
	begin
	#11
	R[write_address_3]=write_data_3;
	#1
	ack = 1;
	req = 0;
	end
end
endmodule
==> ./run.sh <==
#!/bin/bash
# OpenROAD 26Q1-2900-gdf79404cd8, Yosys 0.63+post, stock flow scripts
make -C /OpenROAD-flow-scripts/flow DESIGN_CONFIG=/design/flow/config.mk WORK_HOME=/design/flow/orfs finish
==> ./config.mk <==
export PLATFORM = sky130hd
export DESIGN_NAME = reg_async
export DESIGN_NICKNAME = reg_async
export VERILOG_FILES = /design/flow/design.v
export SDC_FILE = /design/flow/constraint.sdc
export NUM_CORES = 4
export LEC_CHECK = 1
export CORE_UTILIZATION = 30
==> ./constraint.sdc <==
current_design reg_async

set clk_period 7.4
set clk_io_pct 0.2

create_clock -name clk0 -period $clk_period [get_ports {clk}]

set non_clock_inputs [all_inputs -no_clocks]
set_input_delay [expr $clk_period * $clk_io_pct] -clock clk0 $non_clock_inputs
set_output_delay [expr $clk_period * $clk_io_pct] -clock clk0 [all_outputs]
==> results.yml <==
# generated from flow reports
global_route:
  gr-total-overflow: 0
  grt_pass1_vias: 18800
  track_usage_pct: 18.2
  grt_pass1_wl_um: 129000
  antenna_found_initial: 0
  grt_start_max_net_pins: 93
die:
  die_height_um: 325
  num_rows: 118
  die_w_um: 325
  die_area_um2: 106000
  initCoreUtil_pct: 30.3
  core-area_um2: 103000
  ios: 429
detailed_routing:
  wirelength_um: 89400
  vias: 16800
  drt_first_iter_violations: 922
  wl_per_cell_um: 28.5
  drc_errors: 0
  ant_nets: 0
  via_per_inst: 5.35
  dr.pass1.iters: 7
yosys:
  avgSynthCellArea_um2: 21.6
  ys_seq_share_pct: 58.2
  syn-cell-area_um2: 31300
  ys_ff: 608
  yosys_warnings: 44
  netlist-cell-type-count: 31
  yosysChipArea_um2: 31300
  ys_cells: 1453
  netlist_instances: 1453
status:
  status: "finished clean"
power_and_ir_drop:
  p_per_area_nw_per_um2: 211
  leakagePower_nw: 11.8
  ir_drop_uv: 145
  power_mw: 7.83
setup_path:
  critical_path_class: "input port to register"
  startpoint_type: "input port"
  endpoint_kind: "register"
  path_max_fanout: 21
  cp.arrival_ns: 4.48
  ff2ff_setup_slack_ns: 5.63
  cp.required_ns: 7.62
clock_tree:
  postCtsSetupBuffers: 0
  htreeDepth: 3
  clock_tree.buffer_depth: 3
  cts_sinks: 608
  cts_tree: "yes"
  hold_buffers: 0
  insertion_delay_ns: 0.60
  numCtsBuffers: 68
  clk_pin_slew_ns: 0.06
  root_buffer: "clkbuf_16"
  cts_resized: 0
min_path:
  hp-class: "register to register"
place:
  placed_area_um2: 35100
  place_congestion: 0.815
  dp.cells: 3018
  post-place-ws_ns: 2.58
  dp_hpwl_um: 52100
  io_buffers: 222
final_layout:
  final_common_cell: "edfxtp_1"
  layout-drive-gt1-share_pct: 39.5
  post-route-util_pct: 35.9
  final_cell_area_um2: 37200
  areaGrowthSynthToFinish_pct: 18.6
  most-common-layout-cells: "edfxtp_1, mux4_2, clkdlybuf4s50_1, conb_1, buf_4"
  final_cell_count_no_fill: 3140
timing:
  fmax_ghz: 0.234
  finalClockPeriodUsage_pct: 57.7
  worst_pin_slew_ns: 0.837
  finalSetupTns_ns: 0
  finalCriticalPeriod_ns: 4.27
  slew_headroom_pct: 44.2
  holdWs_ns: 0.901
  finalWorstSetupSlack_ns: 3.13
  slew_viol_final: 0
  rsz0062_at_grt: "false"
  finalClockSkew_ns: 0.0223
  hold_viol: 0
  setup_violations: 0
run:
  cap_viol_max_count: 0
  tool_warnings: 133
## cells by family after synthesis
| kind of cell | count (synthesis) | synth area share [%] |
|---|---|---|
| other cells | 2 | 0.0240 |
| mux | 512 | 35.5 |
| buf+inv | 217 | 4.20 |
| compound gates | 48 | 0.942 |
| simple gates | 66 | 1.08 |
| flops | 608 | 58.2 |
## path summary, 6_finish.rpt
check,start,endpoint,cells after the start
setup / recovery,read_enable_2,R[11][15],7
hold reg to reg,R[10][20],out_data_3[20],2
setup reg to reg,R[3][6],out_data_1[6],2
hold / removal,R[10][20],out_data_3[20],2
## metal layers
metal  wire length (um)  vias to the layer above  global-route usage, %
met2              43900                     1204                   28.2
met5                 88                        -                  0.725
met4               2050                        4                   3.44
met3              15100                      131                   14.3
li1                   -                     6823                      -
met1              28300                     8635                   19.9
## Yosys cell counts (all sizes together)
cell / count / area [um^2]
mux2i: 32 / 320
nand2: 6 / 22.5
a211oi: 3 / 22.5
inv: 2 / 7.51
mux4: 480 / 10800
a21oi: 32 / 160
o22ai: 1 / 6.26
a21boi: 3 / 22.5
nand2b: 2 / 12.5
buf: 176 / 1160
nor3: 1 / 5.00
edfxtp: 608 / 18300
o21a: 3 / 37.5
nor2b: 2 / 12.5
or3b: 1 / 11.3
nor2: 32 / 120
or2: 1 / 6.26
nor3b: 1 / 7.51
nor4: 16 / 100
clkbuf: 39 / 148
or3: 4 / 40.0
conb: 2 / 7.51
o21ai: 4 / 31.3
o211ai: 2 / 15.0
## critical path, cell delays in order
cell,delay (ns)
clkdlybuf4s50_1,0.48
nor3_1,0.61
a21boi_0,0.29
o21a_1,0.40
nor4_2,0.26
buf_4,0.38
buf_4,0.55
## final cells by class
class,instances,area [um^2]
Multi-Input combinational cell,724,12300
Antenna cell,1,2.50
Clock inverter,39,249
Inverter,2,7.51
Clock buffer,82,1780
Timing Repair Buffer,304,2890
Tap cell,1380,1730
Sequential cell,608,18300
Fill cell,9293,66300
## power breakdown
part	internal [mW]	switching [mW]	leakage, nW	total (mW)
clock	1.78	1.35	0.986	3.13
sequential	3.87	0.0239	5.52	3.89
combinational	0.421	0.386	5.25	0.807
## state kept, by name, summed over array words and instances, names as in the netlist
name	cells
R	512
out_data_1	32
out_data_2	32
out_data_3	32
Power and IR drop assume default switching activity.
