<file path="flow/config.mk">
export PLATFORM = sky130hd
export DESIGN_NAME = multiplier
export DESIGN_NICKNAME = multiplier
export VERILOG_FILES = /design/flow/design.v
export SDC_FILE = /design/flow/constraint.sdc
export NUM_CORES = 4
export LEC_CHECK = 1
export CORE_UTILIZATION = 30
</file>
<file path="flow/constraint.sdc">
current_design multiplier

set clk_period 13.8
set clk_io_pct 0.2

create_clock -name clk0 -period $clk_period

set non_clock_inputs [all_inputs -no_clocks]
set_input_delay [expr $clk_period * $clk_io_pct] -clock clk0 $non_clock_inputs
set_output_delay [expr $clk_period * $clk_io_pct] -clock clk0 [all_outputs]
</file>
<file path="flow/design.v">
module multiplier(    Rs, Rm, result,  );
parameter N = 32; 
output wire[N-1:0] result;
input wire[N-1:0] Rs;
input wire[N-1:0] Rm;
assign result = Rm*Rs;
endmodule
</file>
<file path="flow/run.sh">
#!/bin/bash
# OpenROAD 26Q1-2900-gdf79404cd8, Yosys 0.63+post, stock flow scripts
make -C /OpenROAD-flow-scripts/flow DESIGN_CONFIG=/design/flow/config.mk WORK_HOME=/design/flow/orfs finish
</file>
==> results.yml <==
# flow metrics
final_timing:
  rsz0062_at_grt: "no"
  slew-limit-headroom_pct: 45.4
  final-setup-viol-count: 0
  finalCritPeriodShare_pct: 95.5
  min_period_ns: 13.18
  tightest_slew_ns: 0.817
  fmax_ghz: 0.0759
  slew_viol_final: 0
  setup_tns_ns: 0
  hold_viol_final: 0
critical_path:
  crit_fanout: 17
  cpPeakStageDelay_ns: 0.68
  path_delay_family: "adder cells"
  crit_top_cell: "fa_1"
  end_kind: "output port"
  crit_chain: "clkdlybuf4s50_1 > and2_1 > fa_1 > inv_1 > fa_1 > fa_1 > fa_1 > inv_1 > fa_1 > inv_1 > fa_1 > inv_1 > fa_1 > fa_1 > ha_1 > inv_1 > o21ai_1 > a21oi_1 > nor4bb_2 > nand4_1 > a21oi_2 > a21oi_1 > xnor2_1 > clkdlybuf4s50_1"
  slowest_stage: "clkdlybuf4s50_1"
  crit_type: "input pin to output port"
  path_buffers: 7
  cp-start-kind: "input pin"
  cp.arrival_ns: 10.42
  cp.required_ns: 11.04
yosys:
  yosys.cell_types.count: 44
  synth_seq_share_pct: 0
  syn_inst: 1712
  yosysWarningCount: 0
  synth.area.mux_share_pct: 0
  ys_sh_simple_pct: 20.4
  ys_chip_area_um2: 15800
  synth.top_cell.area_share_pct: 51.7
  synthXorXnorAreaFrac_pct: 4.71
  synth.logic.top_family: "adder cells"
  most_common_cell: "fa_1"
  ys_sh_aoi_pct: 2.95
  synth_area_um2: 15800
  synthTopCellsByArea: "fa_1 52%, and2_1 15%, ha_1 9.7%"
  syn_avg_cell_area_um2: 9.23
  ys_cells: 1712
  adder_share_pct: 61.4
  top_area_cell: "fa_1"
  synthTopCellsByCount: "408 x fa_1, 367 x and2_1, 359 x inv_1"
floorplan:
  fp_util_pct: 30.5
  chipArea_um2: 53600
  num_io_pins: 96
  row_count: 83
  core_um2: 51700
  die_x_um: 231
  die_h_um: 231
worst_hold_path:
  hp-class: "input pin to output port"
  hold_start: "Rs[0]"
  holdPathEnd: "result[0]"
  hold_depth: 4
layout:
  ff_count: 0
  syn_to_final_growth_pct: 11.4
  regArea_um2: 0
  final_cell_count_no_fill: 2445
  nClkBuffers: 0
  drive_gt1_share_pct: 2.95
detailed_routing:
  antennaDiodeCount: 0
  viasPerCell: 4.51
  drtIter0Drc: 309
  vias: 11000
  final_antenna_net_count: 0
  drc: 0
  dr.pass1.iters: 4
  wl_mm: 41.2
  wl_per_cell_um: 16.9
clock_tree:
  postCtsSetupBuffers: 0
place:
  io_buffer_count: 96
  gp_congestion: 0.918
  dp.cells: 2445
  dp_hpwl_mm: 36.3
grt:
  antenna_found_initial: 0
  grt_max_degree: 32
  grt_overflow: 0
  grt_pass1_wl_mm: 67.1
  grt_pass1_vias: 12300
  grt_usage_pct: 17.1
run:
  max_cap_viol_count: 0
  warnings: 32
run_status:
  status: "finished clean"
-- layout make-up --
class | instances | area, µm²
fillers | 5238 | 34100
inverters | 359 | 1350
multi-input cells | 1272 | 14100
well taps | 680 | 851
repair buffers | 134 | 1260
-- how the worst max path moves through the flow --
stage	cells past startpoint	slack, ns	start	to
after CTS	24	0.28	Rs[2]	result[31]
after global routing	24	0.12	Rs[2]	result[29]
final	24	0.62	Rs[2]	result[31]
-- stage by stage --
stage	worst slack, ns	hold WS (ns)	utilization (%)	instance area (µm²)
after global routing	0.125	6.96	34.0	17600
after floorplan	2.13	5.60	-	15800
after CTS	0.280	6.95	34.0	17600
after detailed placement	0.281	6.95	34.0	17600
final	0.624	6.91	34.0	17600
after global placement	0.383	6.95	34.0	17600
-- cell usage in the layout, fill, tap and decap left out, types with 9 or more instances in the layout --
cell type / count
a21o_1: 9
a21oi_1: 21
and2_1: 367
buf_4: 37
clkdlybuf4s50_1: 96
fa_1: 408
ha_1: 123
inv_1: 359
nand2_1: 178
nor2_1: 16
o21ai_0: 13
xnor2_1: 67
xor2_1: 18
-- cells by family (layout without fill, tap and decap cells) --
group                    Yosys count  in the layout
buffers and inverters            440            493
AND-OR/OR-AND                     68             68
XOR/XNOR                          85             85
adder cells (fa/ha/maj)          531            531
AND/OR/NAND/NOR                  588            588
-- worst min-delay path, stage by stage --
cell,delay (ns)
clkdlybuf4s50_1,0.49
buf_4,0.29
and2_1,0.21
clkdlybuf4s50_1,0.39
-- metal layers --
metal,up-vias,global-route usage (%),wire length (µm)
met4,4,2.42,775
li1,5063,-,-
met3,33,8.14,4590
met2,364,26.7,19200
met5,-,2.11,156
met1,5552,22.4,16500
-- what timing repair did --
item                                    4_1_cts  5_1_grt
endpoints found under the setup margin        0        3
resized                                       0        2
hold buffers                                  0        0
