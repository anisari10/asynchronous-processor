--- design.v ---
`timescale 1ns / 1ps
module reg_sync(in_address_1,in_address_2,in_address_3,in_address_4, 
						out_data_1,out_data_2,out_data_3,out_data_4, 
						write_address_1, write_address_2, write_address_3, write_address_4,
						write_data_1, write_data_2, write_data_3, write_data_4,
						write_enable_1, write_enable_2, write_enable_3, write_enable_4,
						read_enable_1, read_enable_2, read_enable_3, read_enable_4,
						pc, pc_update, pc_write, 
						cspr, cspr_write, cspr_update, clk );
parameter N = 32;			  
reg [N-1:0] R [15:0];	 
input [3:0]in_address_1;
input [3:0]in_address_2;
input [3:0]in_address_3;
input [3:0]in_address_4;
output reg [N-1:0]out_data_1;
output reg [N-1:0]out_data_2;
output reg [N-1:0]out_data_3;
output reg [N-1:0]out_data_4;
input [3:0] write_address_1;
input[N-1:0] write_data_1;
input [3:0] write_address_2;
input[N-1:0] write_data_2;
input[3:0] write_address_3;
input[N-1:0] write_data_3;
input[3:0] write_address_4;
input[N-1:0] write_data_4;
input clk;
input write_enable_1;
input write_enable_2;
input write_enable_3;
input write_enable_4;
input read_enable_1;
input read_enable_2;
input read_enable_3;
input read_enable_4;
output reg [N-1:0]pc;
input pc_write;
input[N-1:0] pc_update;
output reg [N-1:0]cspr;
input wire cspr_write;
input[N-1:0] cspr_update;
initial begin
	cspr = 0;
	R[0] = 0;
	R[1] = 0;
	R[2] = 0;
	R[3] = 0;
	R[4] = 0;
	R[5] = 0;
	R[6] = 0;
	R[7] = 0;
	R[8] = 0;
	R[9] = 0;
	R[10] = 0;
	R[11] = 0;
	R[12] = 0;
	R[13] = 0;
	R[14] = 0;
	R[15] = 0;	 
end
always@(negedge clk) begin
	if(read_enable_1 == 1 || read_enable_2 == 1 || read_enable_3 == 1 || read_enable_4 == 1) begin
		#5
		if (read_enable_1 == 1) 
		out_data_1=R[in_address_1];
		if (read_enable_2 == 1)
		out_data_2=R[in_address_2];
		if (read_enable_3 == 1)
		out_data_3=R[in_address_3];
		if (read_enable_4 == 1)
		out_data_4=R[in_address_4];
	end 
	if(pc_write == 1) R[15] = pc_update;
	if(cspr_write == 1) cspr = cspr_update;
	if(write_enable_1 == 1 || write_enable_2 == 1 || write_enable_3 == 1 || write_enable_4 == 1) begin
		#5
		if (write_enable_1 == 1) R[write_address_1] = write_data_1;
		if (write_enable_2 == 1) R[write_address_2] = write_data_2;
		if (write_enable_3 == 1) R[write_address_3] = write_data_3;
		if (write_enable_4 == 1) R[write_address_4] = write_data_4;
	end
end
endmodule 
--- constraint.sdc ---
current_design reg_sync

set clk_period 6.7
set clk_io_pct 0.2

create_clock -name clk0 -period $clk_period [get_ports {clk}]

set non_clock_inputs [all_inputs -no_clocks]
set_input_delay [expr $clk_period * $clk_io_pct] -clock clk0 $non_clock_inputs
set_output_delay [expr $clk_period * $clk_io_pct] -clock clk0 [all_outputs]
--- run.sh ---
#!/bin/bash
# OpenROAD 26Q1-2900-gdf79404cd8, Yosys 0.63+post, stock flow scripts
make -C /OpenROAD-flow-scripts/flow DESIGN_CONFIG=/design/flow/config.mk WORK_HOME=/design/flow/orfs finish
--- config.mk ---
export PLATFORM = sky130hd
export DESIGN_NAME = reg_sync
export DESIGN_NICKNAME = reg_sync
export VERILOG_FILES = /design/flow/design.v
export SDC_FILE = /design/flow/constraint.sdc
export NUM_CORES = 4
export LEC_CHECK = 1
export CORE_UTILIZATION = 50
==> flow_summary.yaml <==
# physical design summary
synth:
  yosys-top-cells-area: "edfxtp_1, mux4_2, nand2_1"
  xor_share: 0
  simple_gate_area_frac: 0.110
  ys_ff: 672
  common_cells: "edfxtp_1, nand2_1, clkbuf_1, mux4_2, nor2_1"
  netlist_area_um2: 52800
  async_reset_ff_frac: 0
  ys_area_um2: 52800
  synth.avg_cell_area_um2: 10.2
  synth_top_cell_by_count: "edfxtp_1"
  adder_share: 0
  mux_share: 0.225
  ys.flop_type: "edfxtp_1"
  synth_stat.cells: 5191
  yosys_warnings: 33
  synth_top_area_share: 0.382
  synth_cells: 5191
  synth-compound-area-share: 0.223
  ys_seq_frac: 0.382
  synth-edff-count: 672
  synthTopLogicFamily: "multiplexers"
  ys_types: 42
  netlist.top_cell.by_area: "edfxtp_1"
grt:
  grt_pass1_wl_um: 417000
  grt_start_max_net_pins: 53
  grt_pass1_vias: 59800
  grt_overflow: 0
  grt.total_usage: 0.608
  antenna_found_initial: 16
placement:
  port_buffers: 394
  place_congestion: 1.13
  dpl.cell_count: 7009
  dpl.hpwl_um: 209000
final_layout:
  seqCellArea_um2: 20200
  fin_cells: 7851
  drive_gt1_frac: 0.246
  area.combinational_um2: 30000
  area_growth_pct: 32.9
  utilization: 0.674
  fill_cells: 7613
setup_path:
  worstPathRequired_ns: 3.77
  reg2reg_depth: 3
  slowest_stage: "o21ai_1"
  reg2reg_slack_ns: 4.58
  arrival_ns: 3.56
  crit_type: "input port to register"
  cp-start-kind: "input port"
  cp_max_fo: 5
  cp_cell_sequence: "clkdlybuf4s50_1 > buf_4 > and3b_1 > nand2_1 > o21ai_0 > o21ai_1"
  endpoint_kind: "register"
  cpPeakStageDelay_ns: 0.56
drt:
  via_per_inst: 7.40
  routed_wl_um: 300000
  drc: 0
  ant_nets: 0
  first_iter_violations: 7315
  dr.pass1.iters: 13
  wl_per_cell_um: 38.3
  vias: 58100
power_and_ir_drop:
  leakage_nw: 26.4
  finalPower_w: 0.0154
  ir_drop_mv: 0.264
  power_density_nw_per_um2: 219
die:
  die_w_um: 327
  die_h_um: 327
  fp_util: 0.507
  fp-row-count: 118
  dieArea_um2: 107000
  core_um2: 104000
  ios: 427
hold_path:
  hold_class: "register to register"
  whs_path_depth: 3
job:
  cap_violations: 0
  log.warning_count: 697
sta:
  holdWs_ns: 0.831
  setup_viol: 0
  slew_headroom: 0.333
  hold_violations: 0
  finalMaxSlewViolations: 0
  tightest_slew_ns: 0.998
  fin_worst_skew_ns: 0.0362
  rsz0062_at_grt: "false"
run_status:
  outcome: "completed"
clock_network:
  clk_path_buf_depth: 3
  clock-sinks: 672
  htreeDepth: 3
  cts_tree: "yes"
  clkSlewWorstSetupHoldPaths_ns: 0.04
  holdBufCountCts: 0
  cts_buffers: 86
  cts_root_buf: "clkbuf_16"
  clock_latency_ns: 0.73
area by class of cell:
class	count	area share
diodes	14	0.000499
clock inverters	743	0.0462
well taps	1380	0.0246
flip-flops and latches	672	0.288
clock buffers	86	0.0307
repair buffers	1174	0.183
multi-input cells	3782	0.427
through the flow:
step                TNS, ns  area [µm²]  setup WS, ns
floorplan                 0       53000        0.0883
global placement    -136.24       64700        -0.376
detailed placement  -142.94       64700        -0.333
CTS                       0       70100         0.362
global route              0       70100         0.154
finish                    0       70100         0.211
power breakdown:
group	total, W	switching, W	internal [W]
Clock	0.00651	0.00323	0.00329
Sequential	0.00544	0.000321	0.00512
Combinational	0.00340	0.00185	0.00154
flip-flops by register name, summed over array words and instances, names as in the netlist:
name,count
out_data_1,32
cspr,32
out_data_3,32
R,512
out_data_4,32
out_data_2,32
worst max-delay path, delay by kind of cell:
| kind | cells | cell delay [ns] |
|---|---|---|
| AOI/OAI and AO/OA | 2 | 0.75 |
| buffers and inverters | 2 | 0.65 |
| and+or+nand+nor | 2 | 0.81 |
worst paths after layout:
kind                          to               start
setup / recovery        R[4][12]  write_address_4[3]
hold / removal    out_data_1[10]            R[6][10]
hold reg to reg   out_data_1[10]            R[6][10]
setup reg to reg   out_data_3[5]            R[15][5]
routing by layer:
metal,share of wire,global-route usage
met1,0.29,0.671
met2,0.39,0.740
met3,0.22,0.547
met4,0.089,0.404
met5,0.0057,0.160
kinds of logic after synthesis:
group	after synthesis
compound gates	1853
buf+inv	768
flops	672
mux	544
other cells	1
simple gates	1353
placed cells by master (no fill, tap or decap), types with 9 or more instances in the layout:
cell             instances
inv_1                  692
edfxtp_1               672
nand2_1                623
buf_4                  536
mux4_2                 512
nor2_1                 461
clkdlybuf4s50_1        379
o22ai_1                367
a21oi_1                352
o21ai_0                310
o31ai_1                280
a22oi_1                257
buf_12                 245
a211oi_1               155
clkbuf_16               86
o21ai_1                 72
nand3b_1                67
a221oi_1                37
nand3_1                 35
mux2i_1                 32
conb_1                  32
nand2_2                 30
or3b_2                  28
clkinvlp_2              25
nand3_2                 18
o31ai_2                 18
nor2_4                  17
diode_2                 14
bufinv_16               10
and2_1                   9
what timing repair did:
item / CTS / global route
endpoints found under the setup margin: 0 / 1
setup buffers: 0 / 0
resized: 0 / 1
hold endpoints to repair: 0 / 0
Power and IR drop assume default switching activity.
